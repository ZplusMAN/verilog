==> flow/design.v <==
module alu( out , opcode , a , b );
	output [7:0] out ;
	input [2:0] opcode ;
	input [7:0] a , b ;
	reg [7:0] out ;
	always @(opcode or a or b )
	begin 
		case (opcode)
			3'd0 : out = a + b ; 
			3'd1 : out = a - b ;
			3'd2 :out = a & b ;
			3'd3 : out = a | b ;
			3'd4 : out = ~ a ;
			default : out = 8'hx ;
		endcase 
	end 
endmodule 
==> flow/run.sh <==
#!/bin/bash
# OpenROAD 26Q1-2900-gdf79404cd8, Yosys 0.63+post, stock flow scripts
make -C /OpenROAD-flow-scripts/flow DESIGN_CONFIG=/design/flow/config.mk WORK_HOME=/design/flow/orfs finish
==> flow/config.mk <==
export PLATFORM = sky130hd
export DESIGN_NAME = alu
export DESIGN_NICKNAME = alu
export VERILOG_FILES = /design/flow/design.v
export SDC_FILE = /design/flow/constraint.sdc
export NUM_CORES = 4
export LEC_CHECK = 1
export CORE_AREA = 10 10 83 83
export DIE_AREA = 0 0 93 93
==> flow/constraint.sdc <==
current_design alu

set clk_period 6.2
set clk_io_pct 0.2

create_clock -name clk0 -period $clk_period

set non_clock_inputs [all_inputs -no_clocks]
set_input_delay [expr $clk_period * $clk_io_pct] -clock clk0 $non_clock_inputs
set_output_delay [expr $clk_period * $clk_io_pct] -clock clk0 [all_outputs]
==> reports/qor.yml <==
setup_tns_ps: 0
min_from: "a[7]"
min_period_ps: 5320
max_slew_margin: 0.739
hold_viol_final: 0
synthCells: 112
cp-end-kind: "output pin"
drt-pass1-iter-count: 3
warnings: 34
path_cells: "clkdlybuf4s50_1 > nor3b_4 > mux2i_1 > fa_1 > a21o_1 > a21o_1 > xor2_1 > nor2_1 > nor3_1 > clkdlybuf4s50_1"
combGateArea_um2: 763
synth_cell_types: 35
die_y_um: 93
seqPwrFrac: 0
place.gp.congestion: 0.860
wire_per_inst_um: 11.7
crit_slowest_cell: "clkdlybuf4s50_1"
ff_count: 0
path_class: "in2out"
p_clk_frac: 0
largest_area_cell: "ha_1"
outcome: "finished clean"
post_synth_main_area_contributors: "ha_1, xnor2_1, maj3_1"
wl_um: 2440
ys_cells: 112
max_stage_delay_ps: 510
total_leakage_power_nw: 0.435
setup_ws_ps: 882
swShare: 0.439
synth_area_um2: 806
coreArea_um2: 5140
critPathMaxFanout: 7
place_hpwl_um: 2170
powerDensity_nw_per_um2: 106
first_iter_violations: 65
fin_area_um2: 1160
grt_usage: 0.0598
rsz0062_at_grt: "false"
fin_total_pwr_mw: 0.123
row_count: 26
drtAntennaViolNets: 0
final_core_util: 0.226
holdPathEnd: "out[7]"
final_max_slew_viol_count: 0
initial_utilization: 0.157
antenna_cells: 0
final_layout_size_suffix_gt1_frac: 0.0725
dpl-instance-area_um2: 1160
tightest_slew_ps: 390
grt_max_degree: 18
fin_crit_sh: 0.858
yosysWarnings: 1
portBuffers: 27
cp-startpoint: "opcode[0]"
cts_setup_buffers: 0
min_path_type: "in2out"
avgSynthCellArea_um2: 7.19
power_frac_comb: 1.000
vias: 866
critPathArrivalTime_ps: 4080
holdPathStages: 3
start_kind: "input port"
die_area_um2: 8650
setup_viol: 0
p_sw_mw: 0.0541
grt_pass1_vias: 921
top_area_frac: 0.155
cts_resized: 0
viasPerCell: 4.16
io_pins: 27
nClkBuffers: 0
fillers: 592
internal_power_mw: 0.0692
drc: 0
overflow: 0
max_freq_mhz: 188
critPathRequiredTime_ps: 4960
antenna_found_initial: 0
ys_chip_area_um2: 806
post-place-ws_ps: 870
yosysMostFrequentCell: "nor2_1"
ys_seq_share: 0
seq_area_um2: 0
ir_drop_uv: 19.3
top_cells_by_count: "nor2_1, ha_1, xnor2_1, nand2_1"
drv_cap: 0
die_width_um: 93
ctsHoldBuffers: 0
syn2layout_area_growth_pct: 44.3
grt_pass1_wl_um: 4390
[power by group through the flow]
stage	Clock, mW	Sequential (mW)	Combinational (mW)
final	0	0	0.123
after global routing	0	0	0.141
after CTS	0	0	0.125
[through the flow]
stage / instances / hold slack, ps
floorplan: 112 / 2550
CTS: 208 / 3580
global placement: 208 / 3560
global route: 208 / 3610
finish: 208 / 3560
detailed placement: 208 / 3570
[area by class of cell]
cell class	count	share of cell area
Inverter	5	0.0161
Multi-Input combinational cell	103	0.657
Tap cell	70	0.0754
Timing Repair Buffer	30	0.252
[worst max-delay path by stage]
stage	end	cells after the start
CTS	out[4]	10
global route	out[5]	12
finish	out[4]	10
[critical path: cells and delay by family]
kind            cells  cell delay (ps)
simple gates        3              630
xor+xnor            1              190
buf+inv             2             1000
fa+ha+maj           1              450
compound gates      2              370
mux                 1              200
[cells by family (layout without fill, tap and decap cells)]
kind of cell,Yosys count,in the layout,synth area share
compound gates,31,31,0.256
xor+xnor,12,12,0.130
fa+ha+maj,18,18,0.267
buf+inv,9,35,0.0528
mux,2,2,0.0248
simple gates,40,40,0.269
[layer usage]
metal,global-route usage,share of wire,wire (um),up-vias
li1,-,-,-,468
met1,0.0756,0.46,1110,388
met2,0.109,0.50,1230,10
met3,0.0105,0.041,100,0
met4,0.00129,0,0,0
met5,0,0,0,-
[layout by cell type (no fill, tap or decap), types with 2 or more instances in the layout]
master,instances
clkdlybuf4s50_1,27
nor2_1,12
ha_1,10
xnor2_1,9
nand2_1,8
nor3_1,7
a21oi_1,7
maj3_1,7
o21ai_0,6
inv_1,5
a31oi_1,5
a21o_1,4
xor2_1,3
buf_4,3
mux2i_1,2
nand2b_1,2
nor3b_1,2
o22ai_1,2
o211ai_1,2
