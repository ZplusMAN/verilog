**constraint.sdc**
```tcl
current_design encoder1

set clk_period 1.2
set clk_io_pct 0.2

create_clock -name clk0 -period $clk_period

set non_clock_inputs [all_inputs -no_clocks]
set_input_delay [expr $clk_period * $clk_io_pct] -clock clk0 $non_clock_inputs
set_output_delay [expr $clk_period * $clk_io_pct] -clock clk0 [all_outputs]
```
**run.sh**
```bash
#!/bin/bash
# OpenROAD 26Q1-2900-gdf79404cd8, Yosys 0.63+post, stock flow scripts
make -C /OpenROAD-flow-scripts/flow DESIGN_CONFIG=/design/flow/config.mk WORK_HOME=/design/flow/orfs finish
```
**design.v**
```verilog
module encoder1(none_on , out , in ) ;
	output none_on ;
	output [2:0] out ;
	input [7:0] in ;
	reg [2:0] out ;
	reg none_on ;
	always @(in) 
	begin : local 
		integer i ;
		out = 0 ; 
		none_on = 1 ;
		for( i = 0 ; i < 8 ; i = i + 1 )
		begin 
			if( in[i] ) 
			begin 
				out = i ;
				none_on = 0 ;
			end 
		end 
	end
endmodule 
```
**config.mk**
```make
export PLATFORM = sky130hd
export DESIGN_NAME = encoder1
export DESIGN_NICKNAME = encoder1
export VERILOG_FILES = /design/flow/design.v
export SDC_FILE = /design/flow/constraint.sdc
export NUM_CORES = 4
export LEC_CHECK = 1
export CORE_AREA = 10 10 70 70
export DIE_AREA = 0 0 80 80
```
==> results.json <==
{
  "dieArea_um2": 6400,
  "top_area_cell": "nor4b_2",
  "grt_first_pass_wirelength_um": 607,
  "first_pass_iters": 1,
  "synthToLayoutAreaGrowth_pct": 267,
  "core_um2": 3420,
  "fill_cells": 411,
  "ys_sh_adder_pct": 0,
  "p_per_area_nw_per_um2": 210,
  "die_h_um": 80,
  "max-vdd-ir-drop_mv": 0.0210,
  "worst_pin_slew_ns": 0.178,
  "diodes": 0,
  "die_width_um": 80,
  "wirelength_um": 400,
  "slew_headroom_pct": 88.1,
  "fp-row-count": 21,
  "min_path_cells": 4,
  "drv_cap": 0,
  "ys_cells": 11,
  "p_sw_mw": 0.0219,
  "yosys_warnings": 1,
  "synthAoiAreaFrac_pct": 37.0,
  "run_status": "complete, no violations",
  "synthCells": 11,
  "ys_area_um2": 67.6,
  "cts_setup_buffers": 0,
  "grt_max_degree": 3,
  "endpoint_kind": "output port",
  "p_leak_nw": 0.0908,
  "ioPinCount": 12,
  "min_period_over_period_pct": 96.1,
  "ys_top_cells_by_area": "nor4b_2 (22%), o31ai_1 (22%), a21oi_1 (15%)",
  "crit_fanout": 2,
  "ctsHoldBuffers": 0,
  "clockPowerShare_pct": 0,
  "postRouteAntennaNets": 0,
  "first_global_vias": 151,
  "cp-startpoint": "in[7]",
  "finalHoldViolations": 0,
  "warning_count": 32,
  "hpwlAfterDp_um": 347,
  "ys_seq_share_pct": 0,
  "ff_latch_area_um2": 0,
  "ys_types": 7,
  "syn_area_per_cell_um2": 6.14,
  "ys_sh_mux_pct": 0,
  "ys_sh_simple_pct": 51.9,
  "path_class": "primary input to output port",
  "design.seq.count": 0,
  "vias_per_cell": 1.83,
  "logic_area_um2": 78.8,
  "worstPathRequired_ns": 0.96,
  "worstPathArrival_ns": 0.91,
  "min_path_type": "primary input to output port",
  "syn_area_um2": 67.6,
  "p_seq_share_pct": 0,
  "hold_start": "in[6]",
  "yosysTopAreaCellShare_pct": 22.2,
  "vias": 132,
  "antenna_found_initial": 0,
  "ys_sh_xor_pct": 0,
  "p_sw_share_pct": 42.1,
  "drive_gt1_share_pct": 69.2,
  "fin_setup_tns_ns": 0,
  "p_comb_share_pct": 100.0,
  "drt_first_iter_violations": 0,
  "clockBufferCount": 0,
  "gp_congestion": 0.771,
  "drv_slew": 0,
  "clock.fmax_ghz": 0.867,
  "place.port_buffers": 12,
  "period_minus_slack_ns": 1.15,
  "synthTopLogicFamily": "simple AND/OR/NAND/NOR gates",
  "wl_per_cell_um": 5.56,
  "start_kind": "primary input",
  "grt_overflow": 0,
  "p_int_mw": 0.0300,
  "drc": 0,
  "utilization_pct": 7.25,
  "track_usage_pct": 1.11,
  "setup_viol": 0,
  "initial_core_util_pct": 1.98
}
worst paths after layout:
kind,to,slack [ns]
hold / removal,out[1],0.75
setup / recovery,none_on,0.05
cell usage in the layout (no fill, tap or decap), drive strengths merged:
master,instances
buf,8
nor4b,1
dlygate4sd2,3
nand2,1
nor2,3
a21oi,2
inv,2
clkbuf,2
clkdlybuf4s15,2
o31ai,2
final cells by class:
class / count / share of cell area, %
inverter: 2 / 3.03
tap: 46 / 23.2
multi-input combinational: 9 / 31.8
timing repair buffer: 15 / 41.9
stage by stage:
step / setup WS [ns] / power [mW] / std cells / instance area, um^2 / hold WS [ns]
after floorplan: 0.369 / 0.0102 / 11 / 67.6 / 0.493
after global placement: -0.660 / 0.0595 / 72 / 268 / 1.40
after detailed placement: -0.670 / 0.0604 / 72 / 268 / 1.40
after CTS: 0.0000748 / 0.0483 / 72 / 245 / 0.757
after global routing: -0.00596 / 0.0580 / 72 / 248 / 0.771
final: 0.0468 / 0.0519 / 72 / 248 / 0.754
routing by layer:
metal | GRT usage, % | vias to the layer above | wire length, um
met5 | 0 | - | 0
met2 | 1.85 | 11 | 119
met3 | 0.682 | 0 | 84
met1 | 1.25 | 52 | 195
li1 | - | 69 | -
met4 | 0 | 0 | 0
kinds of logic after synthesis:
kind of cell | count (synthesis)
AND/OR/NAND/NOR | 5
AND-OR/OR-AND | 4
buffers and inverters | 2
worst max-delay path, stage by stage:
cell and delay, ns:
buf_2 0.12, nor2_2 0.12, nand2_2 0.07, nor4b_2 0.23, buf_2 0.13
power by group through the flow:
stage	Sequential [mW]	Combinational (mW)	Clock (mW)
5_1_grt	0	0.0580	0
6_report	0	0.0519	0
4_1_cts	0	0.0483	0
Yosys cell counts:
cell type,number
o31ai_1,2
nand2_2,1
nor4b_2,1
nor2_1,2
nor2_2,1
inv_1,2
a21oi_1,2
timing repair:
action / CTS / global route
setup endpoints to repair: 4 / 3
pin swaps: 7 / 6
gates resized: 26 / 9
No activity file was given, so power comes from the tool's default toggle rates.
