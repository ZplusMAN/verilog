### flow/run.sh
#!/bin/bash
# OpenROAD 26Q1-2900-gdf79404cd8, Yosys 0.63+post, stock flow scripts
make -C /OpenROAD-flow-scripts/flow DESIGN_CONFIG=/design/flow/config.mk WORK_HOME=/design/flow/orfs finish
### flow/config.mk
export PLATFORM = sky130hd
export DESIGN_NAME = adder_8
export DESIGN_NICKNAME = adder_8
export VERILOG_FILES = /design/flow/design.v
export SDC_FILE = /design/flow/constraint.sdc
export NUM_CORES = 4
export LEC_CHECK = 1
export CORE_AREA = 10 10 70 70
export DIE_AREA = 0 0 80 80
### flow/constraint.sdc
current_design adder_8

set clk_period 5.8
set clk_io_pct 0.2

create_clock -name clk0 -period $clk_period

set non_clock_inputs [all_inputs -no_clocks]
set_input_delay [expr $clk_period * $clk_io_pct] -clock clk0 $non_clock_inputs
set_output_delay [expr $clk_period * $clk_io_pct] -clock clk0 [all_outputs]
### flow/design.v
module adder_8(count , sum , a , b, cin );
	output count ;
	output [7:0] sum ;
	input cin ;
	input [7:0] a , b;
	assign {count , sum } = a + b + cin ;
endmodule 
==> impl_metrics.yaml <==
# synthesis and place-and-route metrics
global_route:
  grt.total_usage_pct: 3.35
  grt-ovfl-total: 0
  grt_max_degree: 7
  grt_pass1_vias: 400
  antenna_found_initial: 0
  grt_pass1_wl_mm: 1.80
layout:
  final.fill_count: 387
  n_clock_buffer: 0
  syn_to_final_growth_pct: 95.8
  flop_area_um2: 0
  seq_cell_count: 0
  logic_area_um2: 320
  layout-drive-gt1-share_pct: 1.47
pwr:
  p_leak_uw: 0.000258
  powerDensity_nw_per_um2: 103
  ir_drop_mv: 0.0374
floorplan:
  die_area_um2: 6400
  die_w_um: 80
  row_count: 21
  io_pins: 26
  fp_util_pct: 9.71
  core_um2: 3420
  fp.dieH_um: 80
final_timing:
  fin_crit_ps: 4680
  setup_violations: 0
  max_freq_ghz: 0.214
  worstMarginPinSlew_ps: 345
  maxSlewViolCount: 0
  fin_setup_tns_ps: 0
  setup_slack_ps: 1120
  min_period_over_period_pct: 80.6
  rsz0062_at_grt: "no"
  relSlewSlack_pct: 76.4
  hold_violations: 0
worst_setup_path:
  arrival_ps: 3520
  required_ps: 4640
  worstSetupEndpointType: "output pin"
  path_class: "input pin to output pin"
  crit_start: "a[0]"
  critPathMaxFanout: 2
  cp-start-kind: "input pin"
job:
  warnings: 32
  cap_violations: 0
outcome:
  status: "finished, final reports clean"
synth:
  netlist_area_um2: 332
  ys_cells: 42
  syn_inst: 42
  ys_seq_share_pct: 0
  ys_area_um2: 332
  ys_warn_count: 0
  syn_avg_cell_area_um2: 7.89
  yosysUniqueCellTypes: 20
worst_hold_path:
  hold_path.class: "input pin to output pin"
  holdPathStages: 3
  timing.hold.worst.start: "cin"
drt:
  drt-total-wl_mm: 1.08
  num_vias: 392
  viasPerCell: 3.44
  wl_per_cell_um: 9.50
  route.detailed.drc: 0
  drtAntennaViolNets: 0
  first_iter_violations: 2
  dr.pass1.iters: 2
  diodes: 0
clock_network:
  cts_resized: 0
  postCtsSetupRepairBufs: 0
  cts-hold-fix-buffers: 0
placed_design:
  pre_cts_slack_ps: 1100
  place_congestion: 0.805
  numPortBuffers: 26
  place_hpwl_mm: 1.00
==> placed cells by master (no fill, tap or decap) <==
cell type         n
nor4_1            1
nor3_1            2
nand3_1           2
o21bai_1          1
a2111oi_0         1
nor2b_1           2
ha_1              7
mux2i_1           1
a21o_1            2
a311o_1           2
fa_1              2
clkdlybuf4s50_1  26
xnor2_1           2
a21oi_1           5
nor2_1            2
o21ai_0           1
inv_1             2
xor2_1            2
a221oi_1          1
nand2_1           3
inv_2             1
==> Yosys cell counts <==
cell type | number | share of area [%]
a21o_1 | 2 | 4.5
xnor2_1 | 2 | 5.3
a221oi_1 | 1 | 2.6
nor2b_1 | 2 | 3.8
inv_1 | 2 | 2.3
ha_1 | 7 | 26
o21ai_0 | 1 | 1.5
mux2i_1 | 1 | 3.0
o21bai_1 | 1 | 2.3
xor2_1 | 2 | 5.3
inv_2 | 1 | 1.1
nand3_1 | 2 | 3.0
a21oi_1 | 5 | 7.5
nand2_1 | 3 | 3.4
a311o_1 | 2 | 6.0
a2111oi_0 | 1 | 2.6
nor3_1 | 2 | 3.0
nor4_1 | 1 | 1.9
fa_1 | 2 | 12
nor2_1 | 2 | 2.3
==> metal layers <==
metal | GRT usage [%] | routed length (um)
met1 | 5.10 | 583
met2 | 4.74 | 364
met3 | 1.02 | 134
met4 | 0 | 0
met5 | 0 | 0
==> cell families after synthesis <==
| logic type | count (synthesis) | share of synthesized area [%] |
|---|---|---|
| AND-OR/OR-AND | 13 | 27.2 |
| buffers and inverters | 3 | 3.40 |
| XOR/XNOR | 4 | 10.6 |
| AND/OR/NAND/NOR | 12 | 17.4 |
| adder cells (fa/ha/maj) | 9 | 38.5 |
| multiplexers | 1 | 3.02 |
==> final timing paths <==
check | to | slack [ps]
setup / recovery | sum[6] | 1120
hold / removal | sum[0] | 3400
==> per-stage QoR <==
step	cell area (um2)	utilization [%]	cells	hold WS (ps)	total power (uW)
3_3_place_gp	649	19.0	114	3410	67.7
3_5_place_dp	649	19.0	114	3410	67.9
4_1_cts	649	19.0	114	3410	68.7
5_1_grt	649	19.0	114	3450	75.6
2_1_floorplan	332	-	42	2420	26.5
6_report	649	19.0	114	3400	67.0
==> layout make-up <==
| class | count | area share, % |
|---|---|---|
| Inverter | 3 | 1.73 |
| Timing Repair Buffer | 26 | 40.1 |
| Tap cell | 46 | 8.86 |
| Multi-Input combinational cell | 39 | 49.3 |
==> power breakdown <==
part	switching (uW)	internal, uW	total (uW)
logic	22.6	44.4	67.0
registers	0	0	0
clock network	0	0	0
total	22.6	44.4	67.0
==> critical path, cell delays in order <==
cell	delay (ps)
clkdlybuf4s50_1	430
fa_1	460
fa_1	410
a21oi_1	200
nor2_1	70
nor2_1	150
xnor2_1	140
clkdlybuf4s50_1	490
Power is estimated from default activity; no workload was simulated.
